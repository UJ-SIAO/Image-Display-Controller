### design/flow/config.mk
export PLATFORM = sky130hd
export DESIGN_NAME = LCD_CTRL
export DESIGN_NICKNAME = LCD_CTRL
export VERILOG_FILES = /design/flow/design.v
export SDC_FILE = /design/flow/constraint.sdc
export NUM_CORES = 4
export LEC_CHECK = 1
export CORE_UTILIZATION = 40
### design/flow/constraint.sdc
current_design LCD_CTRL

set clk_period 20.8
set clk_io_pct 0.2

create_clock -name clk0 -period $clk_period [get_ports {clk}]

set non_clock_inputs [all_inputs -no_clocks]
set_input_delay [expr $clk_period * $clk_io_pct] -clock clk0 $non_clock_inputs
set_output_delay [expr $clk_period * $clk_io_pct] -clock clk0 [all_outputs]
### design/flow/design.v
`timescale 1ns / 1ps
module LCD_CTRL(clk,
				reset,
				datain,
				cmd,
				cmd_valid,
				dataout,
				output_valid,
				busy,
				state,
				next_state,
				flag_cmd,
				data_cnt,
				data_out_bits_cnt,
				data_out_bits_cnt2,
				data_out_cnt,
				data_out_cnt1,
				add,
				add_1
				);
input clk,reset;
input [7:0] datain;
input[2:0] cmd;
input cmd_valid;
output reg [7:0] dataout;
output reg output_valid;
output reg busy;
output reg [2:0]flag_cmd;
 reg [7:0]image_mem_temp[107:0];
 reg [6:0]data_out_bits_cnt3[15:0];
output reg [6:0]data_cnt;
output reg [6:0]data_out_bits_cnt;
output reg [6:0]data_out_bits_cnt2;
output reg [3:0]data_out_cnt;
output reg [3:0]data_out_cnt1;
output reg add;
output reg add_1;
integer i;
parameter initial_state = 1;
parameter zoom_fit_state = 2;
parameter zoom_in = 3;
output reg [1:0]state; 
output reg [1:0]next_state;
always@(posedge clk or posedge reset)begin
	if(reset)
		busy<=0;
	else begin
		if(cmd_valid)
			busy <= 1;
		else if (data_out_cnt1 == 15)
			busy <= 0;
	end
end
always@(posedge clk or posedge reset)begin
	if(reset)begin
		flag_cmd<=0;	
	end
	else begin
		if(cmd_valid)
			flag_cmd <= cmd ;
		else
			flag_cmd <= flag_cmd;
	end
end
always@(posedge clk or posedge reset)begin
	if(reset)
		add_1<=0;
	else
		add_1<=add;
end
always@(posedge clk or posedge reset)begin
	if(reset)
		data_out_cnt1<=0;
	else
		data_out_cnt1<=data_out_cnt;
end
always@(posedge clk or posedge reset)begin
	if(reset)begin
		for(i=0;i<108;i=i+1)begin
			image_mem_temp[i]<=0;
		end
	end	
	else begin
		if(state != initial_state )begin
			if(flag_cmd == 0 && data_cnt <= 107)begin
				image_mem_temp[data_cnt] <= datain;
			end
			else	
				image_mem_temp[data_cnt] <= image_mem_temp[data_cnt];
		end
	end
end
always@(posedge clk or posedge reset)begin
	if(reset)
		data_cnt<=0;
	else begin
		if(state != initial_state )begin
			if(cmd == 0 && cmd_valid)
				data_cnt<=0;
			else if(data_cnt == 107)
				data_cnt<=108;
			else
				data_cnt<=data_cnt + 1;
		end
		else
			data_cnt<=0;
	end
end
always@(posedge clk or posedge reset)begin
	if(reset)
		add<=0;
	else begin
		if (data_out_cnt == 15)
			add <= 0;
		else if((state == zoom_fit_state || state == zoom_in) && data_cnt == 107)
			add <= 1;
	end
end	
always@(posedge clk or posedge reset)begin
	if(reset)
		data_out_cnt<=0;
	else begin
		if(add)
			data_out_cnt <= data_out_cnt+1;
		else
			data_out_cnt <= 0;
	end
end
always@(posedge clk or posedge reset)begin
	if(reset)
		data_out_bits_cnt<=13;
	else begin
		if(add && state == zoom_fit_state)begin
			if(data_out_bits_cnt == 22 || data_out_bits_cnt == 46 || data_out_bits_cnt == 70 )
				data_out_bits_cnt <= data_out_bits_cnt + 15 ;
			else
				data_out_bits_cnt <= data_out_bits_cnt + 3 ;
		end
		else
			data_out_bits_cnt <= 13;
	end
end
always@(posedge clk or posedge reset)begin
	if(reset)
		data_out_bits_cnt2<=40;
	else begin
		 if (add && state == zoom_in )begin
			if(data_out_bits_cnt2 == 43 || data_out_bits_cnt2 == 55 || data_out_bits_cnt2 == 67 )
				data_out_bits_cnt2 <= data_out_bits_cnt2 + 9 ;
			else
				data_out_bits_cnt2 <= data_out_bits_cnt2 + 1 ;
		end
		else
			data_out_bits_cnt2 <= 40;
	end
end
always@(posedge clk or posedge reset)begin
	if(reset)begin
		data_out_bits_cnt3[0] 	<= 40;
		data_out_bits_cnt3[1] 	<= 41;
		data_out_bits_cnt3[2] 	<= 42;
		data_out_bits_cnt3[3] 	<= 43;
		data_out_bits_cnt3[4] 	<= 52;
		data_out_bits_cnt3[5] 	<= 53;
		data_out_bits_cnt3[6]	<= 54;
		data_out_bits_cnt3[7] 	<= 55;
		data_out_bits_cnt3[8] 	<= 64;
		data_out_bits_cnt3[9] 	<= 65;
		data_out_bits_cnt3[10] 	<= 66;
		data_out_bits_cnt3[11] 	<= 67;
		data_out_bits_cnt3[12] 	<= 76;
		data_out_bits_cnt3[13]	<= 77;
		data_out_bits_cnt3[14] 	<= 78;
		data_out_bits_cnt3[15] 	<= 79;
	end
	else begin
		if(state == zoom_in )begin
			if(cmd == 3 && cmd_valid)begin
				if(data_out_bits_cnt3[3] == 11 || data_out_bits_cnt3[3] == 23 || data_out_bits_cnt3[3] ==35 || data_out_bits_cnt3[3] == 47 || data_out_bits_cnt3[3] == 59
					|| data_out_bits_cnt3[3] == 71)begin
						for(i=0;i<16;i=i+1)
							data_out_bits_cnt3[i] <= data_out_bits_cnt3[i];
					end
				else begin
					for(i=0;i<16;i=i+1)
						data_out_bits_cnt3[i] <= data_out_bits_cnt3[i] + 1;
				end
			end
			else if(cmd == 4 && cmd_valid)begin
				if(data_out_bits_cnt3[0] == 0 || data_out_bits_cnt3[0] == 12 || data_out_bits_cnt3[0] ==24 || data_out_bits_cnt3[0] == 34 || data_out_bits_cnt3[0] == 48
					|| data_out_bits_cnt3[0] == 60)begin
						for(i=0;i<16;i=i+1)
							data_out_bits_cnt3[i] <= data_out_bits_cnt3[i];
					end				
				else begin
					for(i=0;i<16;i=i+1)
						data_out_bits_cnt3[i] <= data_out_bits_cnt3[i] - 1;
				end
			end
			else if(cmd == 5 && cmd_valid)begin
				if(data_out_bits_cnt3[0] == 0 || data_out_bits_cnt3[0] == 1 || data_out_bits_cnt3[0] ==2 || data_out_bits_cnt3[0] == 3 || data_out_bits_cnt3[0] == 4
					|| data_out_bits_cnt3[0] == 5|| data_out_bits_cnt3[0] == 6|| data_out_bits_cnt3[0] == 7|| data_out_bits_cnt3[0] == 8)begin
						for(i=0;i<16;i=i+1)
							data_out_bits_cnt3[i] <= data_out_bits_cnt3[i];
					end
				else begin
					for(i=0;i<16;i=i+1)
						data_out_bits_cnt3[i] <= data_out_bits_cnt3[i] - 12;
				end
			end
			else if(cmd == 6 && cmd_valid)begin
				if(data_out_bits_cnt3[12] == 96 || data_out_bits_cnt3[12] == 97 || data_out_bits_cnt3[12] ==98 || data_out_bits_cnt3[12] == 99 || data_out_bits_cnt3[12] == 100
					|| data_out_bits_cnt3[12] == 101 || data_out_bits_cnt3[12] == 102 || data_out_bits_cnt3[12] == 103 || data_out_bits_cnt3[12] == 104)begin
						for(i=0;i<16;i=i+1)
							data_out_bits_cnt3[i] <= data_out_bits_cnt3[i];
					end
				else begin
					for(i=0;i<16;i=i+1)
						data_out_bits_cnt3[i] <= data_out_bits_cnt3[i] + 12;
				end
			end
			else if (cmd == 1 && cmd_valid)begin
				for(i=0;i<16;i=i+1)
							data_out_bits_cnt3[i] <= data_out_bits_cnt3[i];
			end
		end
		else begin
			data_out_bits_cnt3[0] 	<= 40;
			data_out_bits_cnt3[1] 	<= 41;
			data_out_bits_cnt3[2] 	<= 42;
			data_out_bits_cnt3[3] 	<= 43;
			data_out_bits_cnt3[4] 	<= 52;
			data_out_bits_cnt3[5] 	<= 53;
			data_out_bits_cnt3[6]	<= 54;
			data_out_bits_cnt3[7] 	<= 55;
			data_out_bits_cnt3[8] 	<= 64;
			data_out_bits_cnt3[9] 	<= 65;
			data_out_bits_cnt3[10] 	<= 66;
			data_out_bits_cnt3[11] 	<= 67;
			data_out_bits_cnt3[12] 	<= 76;
			data_out_bits_cnt3[13]	<= 77;
			data_out_bits_cnt3[14] 	<= 78;
			data_out_bits_cnt3[15] 	<= 79;
		end	
	end
end
always@(posedge clk or posedge reset)begin
	if(reset)
		dataout<=0;
	else begin
		if(state == zoom_fit_state)begin
			if(add)begin
				dataout<=image_mem_temp[data_out_bits_cnt];
			end
		end
		else if (state == zoom_in)begin
			if(add)begin
				dataout<=image_mem_temp[data_out_bits_cnt3[data_out_cnt]];
			end
		end
	end
end
always@(posedge clk or posedge reset)begin
	if(reset)
		output_valid<=0;
	else begin
		if(data_cnt == 108 && add ==1)
			output_valid <= 1;
		else if (data_out_cnt1 == 15)
			output_valid <= 0;
	end
end
always@(*)begin
	if(reset)
		next_state<=2;
	else begin
		case(state)
			initial_state : begin  
								next_state <= zoom_fit_state; 
							end
			zoom_fit_state	  :	begin  
								next_state <= (flag_cmd == 0) 	? zoom_fit_state :
											  (flag_cmd == 1)   ? zoom_in  : zoom_fit_state;
							end
			zoom_in 	  : begin  
								next_state <= (flag_cmd == 0) ? zoom_fit_state :
											  (flag_cmd == 2)  ? zoom_fit_state : zoom_in;
							end
			default		  : begin
								next_state <= initial_state;
							end
		endcase
	end
end
always@(posedge clk or posedge reset)begin
	if(reset)
		state<=initial_state;
	else begin
		state<=next_state;
	end
end
endmodule
### design/flow/run.sh
#!/bin/bash
# OpenROAD 26Q1-2900-gdf79404cd8, Yosys 0.63+post, stock flow scripts
make -C /OpenROAD-flow-scripts/flow DESIGN_CONFIG=/design/flow/config.mk WORK_HOME=/design/flow/orfs finish
==> Changelog: implementation <==
### Implementation results

- Starting density of the core: 40.27%
- Number of buffers on the longest clock path: 3
- Number of ports placed on the die boundary: 62
- H-tree depth: 3
- Tool error message: [ERROR GRT-0116] Global routing finished with congestion. Check the congestion regions in the DRC Viewer.
- GRT Residual Overflow: 3595
- Total global-route track usage: 95.17%
- Mean area per synthesized cell: 8.478 um2
- Result of the run: stopped before the end
- Cell chosen for the clock root: sky130_fd_sc_hd__clkbuf_16
- Estimated wirelength of the detail-placed design: 450500 um
- Register share after synthesis: 41.35%
- Stage at which the run stopped: 5_1_grt
- Cell count after synthesis: 7316
- DIE HEIGHT: 395.8 um
- Post-CTS Setup Inserts: 0
- Routability congestion estimate from global placement: 1.570
- Chip area in the Yosys report: 62030 um2
- Number of global-route vias before repair: 93017
- Dominant cell area share: 38.89%
- # rows: 144
- Flip-flop and latch count after synthesis: 1022
- Biggest area consumer among synthesized cells: sky130_fd_sc_hd__dfrtp_1
- Combined area of all synthesized cells: 62030 um2
- Number of resized instances in the post-cts repair step: 0
- Top cells, area: sky130_fd_sc_hd__dfrtp_1 39%, sky130_fd_sc_hd__a22oi_1 7.1%, sky130_fd_sc_hd__a21oi_1 6.8%, sky130_fd_sc_hd__nor2_1 6.5%, sky130_fd_sc_hd__a22o_1 3.7%
- Die W: 395.8 um
- Main synth FF type: sky130_fd_sc_hd__dfrtp_1
- FFs w/ async S/R, synth: 100.0%
- Clk sink count: 1022
- TritonCTS Buffers: 114
- Largest net degree at the start of global routing: 131
- Count of cell types in the netlist: 89
- First-pass GRT wire length: 983900 um
- Quantity of I/O buffers inserted on ports: 61
- Flip-flops with a built-in enable: 0
- Post-CTS Hold Buffers: 0
- Total cells reported by yosys after synthesis: 7316
- Number of warnings issued by yosys: 3
==> cells by family after synthesis <==
logic type / count (synthesis) / synth area share (%)
simple gates: 2601 / 19.14
flops: 1022 / 41.35
fa+ha+maj: 119 / 2.582
mux: 82 / 1.531
xor+xnor: 90 / 1.271
buf+inv: 612 / 3.895
compound gates: 2790 / 30.23
==> synth_stat cells (all sizes together) (15+ instances only) <==
cell type / number
a211oi: 61
a21o: 34
a21oi: 844
a221oi: 244
a222oi: 22
a22o: 265
a22oi: 585
a31oi: 31
a32o: 17
a32oi: 50
and2: 17
and3: 40
buf: 121
clkbuf: 417
dfrtp: 964
dfstp: 58
fa: 15
ha: 104
inv: 74
mux2: 23
mux2i: 51
nand2: 525
nand3: 337
nand3b: 19
nand4: 189
nor2: 1071
nor3: 181
nor4: 108
o211ai: 24
o21ai: 403
o221ai: 36
o22ai: 71
or3: 28
xnor2: 60
xor2: 30
==> routing by layer <==
metal  global-route usage, %  overflow
met5                   80.67        81
met4                   89.00       712
met3                   92.60       753
met2                   100.1      1423
met1                   96.41       626
==> stage by stage <==
stage                     area, um2  worst slack, ns  cells  hold WS [ns]  utilization [%]
after detailed placement      69950            11.17   9631        0.3928            45.41
after CTS                     74050            11.15   9847        0.4002            48.07
after floorplan               62030            2.601   7316        0.4200                -
after global placement        69950            11.16   9631        0.3902            45.41
